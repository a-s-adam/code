File: flow/design.v
`timescale 1ns / 1ps
module junk(
    input wire [31:0] control,
    input wire clk,
    output wire speaker
    );
   reg [3:0] piano_1 = 0;
   reg [3:0] piano_2 = 0;
   reg [3:0] piano_3 = 0;
   reg [3:0] piano_4 = 0;
   reg [3:0] r_hush = 0;
   wire [7:0] speaker_1;
   wire [7:0] speaker_2;
   wire [7:0] speaker_3;
   wire [7:0] speaker_4; 
   wire [7:0] speaker_samp;
 always@(posedge clk)
    begin
       piano_1[3:0] <= control[3:0];
       piano_2[3:0] <= control[7:4];
       piano_3[3:0] <= control[11:8];
       piano_4[3:0] <= control[15:12];
       r_hush[3:0]  <= control[19:16];
    end
    piano my_piano_1 (.clk(clk), .hush(1'b0), .note(piano_1[3:0]), .speaker(speaker_1)); 
    piano my_piano_2 (.clk(clk), .hush(1'b0), .note(piano_2[3:0]), .speaker(speaker_2)); 
    piano my_piano_3 (.clk(clk), .hush(1'b0), .note(piano_3[3:0]), .speaker(speaker_3)); 
    piano my_piano_4 (.clk(clk), .hush(1'b0), .note(piano_4[3:0]), .speaker(speaker_4)); 
    wire [7:0] speak_out_1;
    wire [7:0] speak_out_2;
    wire [7:0] speak_out_3;
    wire [7:0] speak_out_4;
   assign speak_out_1 = (r_hush[0]==0) ? speaker_1: 0; 
   assign speak_out_2 = (r_hush[1]==0) ? speaker_2: 0; 
   assign speak_out_3 = (r_hush[2]==0) ? speaker_3: 0; 
   assign speak_out_4 = (r_hush[3]==0) ? speaker_4: 0; 
    assign speaker_samp = (speak_out_1 + speak_out_2 + speak_out_3 + speak_out_4) << 2;  
   dac dac_inst (
.sample(speaker_samp), 
.hush(1'b0),
 .speaker(speaker),
 .clk(clk)
);
endmodule
`timescale 1 ns / 1 ps
module dac (
  input  wire  [7:0] sample,
  input  wire        hush,
  output wire        speaker,
  input  wire        clk
  );
  wire  [7:0] unsignedsample;
  wire  [9:0] deltaadder;
  wire  [9:0] sigmaadder;
  wire  [9:0] deltab;
  reg   [9:0] sigma = 1'b1 << 8;
  assign unsignedsample = (hush ? 8'h00 : sample) + 128;
  assign deltab = {sigma[9], sigma[9]} << 8;
  assign sigmaadder = deltaadder + sigma;
  assign deltaadder = unsignedsample + deltab;
  always @(posedge clk) sigma <= sigmaadder;
  assign speaker = sigma[9];
endmodule
`timescale 1ns / 1ps
module piano ( 
input wire clk, 
input wire hush, 
input wire [3:0] note, 
output wire speaker );
reg [16:0] frequency = 0;
reg [16:0] count = 0;  
reg square = 0;
assign speaker = square;
always @ (posedge clk) begin
            count <= count +1;
            if (hush) square <= 0;
			else begin if(count >= frequency) begin
			                count <= 0;
			                square <= !square;
			                       end			                
			     end
			            end
always @ (*) begin
case (note)
	4'h0:	 frequency = 113635; 
	4'h1:	 frequency = 107257; 
	4'h2:	 frequency = 101237; 
	4'h3:	 frequency = 95555;  
	4'h4:	 frequency = 90192;  
	4'h5:	 frequency = 85130;  
	4'h6:	 frequency = 80352;  
	4'h7:	 frequency = 75842;  
	4'h8:	 frequency = 71585;  
	4'h9:	 frequency = 67568;  
	4'hA:	 frequency = 63775;  
	4'hB:    frequency = 60196;  
	4'hC:	 frequency = 56817;  
	4'hD:	 frequency = 53628;  
	4'hE:	 frequency = 50618;  
	4'hF:	 frequency = 47777;  
		endcase
		end
endmodule
File: flow/run.sh
#!/bin/bash
# OpenROAD 26Q1-2900-gdf79404cd8, Yosys 0.63+post, stock flow scripts
make -C /OpenROAD-flow-scripts/flow DESIGN_CONFIG=/design/flow/config.mk WORK_HOME=/design/flow/orfs finish
File: flow/config.mk
export PLATFORM = sky130hd
export DESIGN_NAME = junk
export DESIGN_NICKNAME = junk
export VERILOG_FILES = /design/flow/design.v
export SDC_FILE = /design/flow/constraint.sdc
export NUM_CORES = 4
export LEC_CHECK = 1
export CORE_UTILIZATION = 50
File: flow/constraint.sdc
current_design junk

set clk_period 4.7
set clk_io_pct 0.2

create_clock -name clk0 -period $clk_period [get_ports {clk}]

set non_clock_inputs [all_inputs -no_clocks]
set_input_delay [expr $clk_period * $clk_io_pct] -clock clk0 $non_clock_inputs
set_output_delay [expr $clk_period * $clk_io_pct] -clock clk0 [all_outputs]
==> results.py <==
# Physical implementation metrics
metrics = {
    "timing": {
        "rsz0062_at_grt": "no",
        "tns_ps": 0,
        "fmax_mhz": 293,
        "setup_violations": 0,
        "tightest_slew_ps": 829,
        "slew_headroom_pct": 44.6,
        "maxSlewViolCount": 0,
        "finalCriticalPeriod_ps": 3410,
        "finClkSkew_ps": 5.68,
        "hold_viol": 0,
        "setup_slack_ps": 1290,
        "finalClockPeriodUsage_pct": 72.6,
    },
    "power_and_ir_drop": {
        "power_frac_clock_pct": 30.5,
        "p_int_mw": 1.77,
        "pwr-share-seq_pct": 46.1,
        "leakage_nw": 3.26,
        "powerDensity_nw_per_um2": 338,
        "pwr-share-comb_pct": 23.4,
        "peakVddDrop_mv": 0.312,
        "power.switching_mw": 0.802,
        "swShare_pct": 31.2,
    },
    "clocking": {
        "numCtsBuffers": 9,
        "cts_tree": "built",
        "cts_resized": 0,
        "htreeDepth": 3,
        "clock_latency_ps": 340,
        "clk_path_buf_depth": 2,
        "cts_sinks": 100,
        "cts_setup_buffers": 0,
        "hold_buffers": 0,
        "root_buffer": "clkbuf_16",
        "clkTransAtPathRegs_ps": 70,
    },
    "hold_path": {
        "hold_path.class": "flip-flop to flip-flop",
        "whs_path_depth": 1,
    },
    "synth": {
        "ys_seq_share_pct": 29.2,
        "yosys_warnings": 7,
        "numSynthFlops": 100,
        "synth.avg_cell_area_um2": 8.41,
        "ys_cells": 830,
        "netlist_area_um2": 6980,
        "ys_chip_area_um2": 6980,
        "synth_cell_types": 55,
        "edf_count": 4,
        "ys.flop_type": "dfxtp_1",
        "synth_cells": 830,
        "synthArstFlopShare_pct": 0,
    },
    "drt": {
        "avgViaCountPerCell": 5.36,
        "final_antenna_net_count": 0,
        "wl_um": 13000,
        "first_pass_iters": 5,
        "drt_drc_violations_left": 0,
        "wire_per_inst_um": 12.8,
        "n_antenna_cell": 0,
        "via_count": 5426,
        "drt_iter0_drc": 309,
    },
    "critical_path": {
        "crit_top_cell": "ha_1",
        "crit_slowest_cell": "a21oi_2",
        "crit_fanout": 18,
        "path_cells": "inv_1, ha_1, mux4_2, ha_1, nand2_1, o21ai_0, nor4_1, a21oi_2",
        "cpLargestDelayFamily": "AND-OR/OR-AND gates",
        "cp.arrival_ps": 3380,
        "crit_path_max_incr_delay_ps": 640,
        "end_kind": "flip-flop",
        "worstSetupPathType": "flip-flop to flip-flop",
        "crit_cells": 8,
        "path_buffers": 1,
        "cp.required_ps": 4670,
        "r2r_cells": 8,
        "start_kind": "flip-flop",
    },
    "place": {
        "placedInstanceArea_um2": 7280,
        "place.gp.congestion": 0.866,
        "dp_slack_ps": 1290,
        "hpwlAfterDp_um": 9640,
        "placed_cells": 997,
        "portBuffers": 21,
    },
    "final_layout": {
        "syn2layout_area_growth_pct": 8.80,
        "stdcell_count": 1013,
        "final_area_um2": 7600,
        "drive_gt1_share_pct": 4.54,
    },
    "floorplanning": {
        "ioPinCount": 34,
        "die_width_um": 120,
        "die_area_um2": 14400,
        "rows": 42,
        "coreArea_um2": 13500,
        "die_y_um": 120,
        "floorplan.core_util_pct": 51.9,
    },
    "global_routing": {
        "antenna_found_initial": 0,
        "grt_max_degree": 30,
        "grt_usage_pct": 19.8,
        "grt_pass1_wl_um": 23100,
        "grt_overflow": 0,
        "grt_pass1_vias": 4991,
    },
    "job": {
        "warning_count": 63,
        "cap_violations": 0,
    },
    "status": {
        "status": "completed",
    },
}
-- registers in the layout, summed over array words and instances, names as in the netlist --
| name | flops |
|---|---|
| dac_inst.sigma | 8 |
| my_piano_1.count | 17 |
| my_piano_1.square | 1 |
| my_piano_2.count | 17 |
| my_piano_2.square | 1 |
| my_piano_3.count | 17 |
| my_piano_3.square | 1 |
| my_piano_4.count | 17 |
| my_piano_4.square | 1 |
| piano_1 | 4 |
| piano_2 | 4 |
| piano_3 | 4 |
| piano_4 | 4 |
| r_hush | 4 |
-- synth_stat cells (3+ instances only) --
master | n | area (um2)
a21boi_0 | 4 | 30.0
dfxtp_1 | 96 | 1920
and3_1 | 10 | 62.6
nor2_1 | 119 | 447
clkbuf_1 | 20 | 75.1
o21a_1 | 4 | 30.0
nand2_1 | 63 | 236
buf_2 | 4 | 20.0
a31oi_1 | 11 | 68.8
a21oi_1 | 61 | 305
xor2_1 | 33 | 289
and2_1 | 6 | 37.5
nor3_1 | 11 | 55.1
a21o_1 | 9 | 67.6
nand4_1 | 16 | 100
mux2i_1 | 12 | 120
buf_6 | 3 | 33.8
inv_1 | 34 | 128
mux4_2 | 4 | 90.1
o21ai_0 | 32 | 160
nand2b_1 | 11 | 68.8
ha_1 | 108 | 1350
o22ai_1 | 6 | 37.5
edfxtp_1 | 4 | 120
nor2b_1 | 10 | 62.6
nor2_2 | 8 | 50.1
nand3_1 | 34 | 170
and4_1 | 10 | 87.6
buf_1 | 5 | 18.8
a211oi_1 | 10 | 75.1
o211ai_1 | 6 | 45.0
xnor2_1 | 32 | 280
-- through the flow --
stage          util [%]  hold WS [ps]  total power [mW]
2_1_floorplan         -           426              1.64
3_3_place_gp       54.1           440              1.78
3_5_place_dp       54.1           445              1.80
4_1_cts            56.5           461              2.60
5_1_grt            56.5           474              2.77
6_report           56.5           455              2.57
-- final cells by class --
class / count / area [um2]
clock buffers: 11 / 233
clock inverters: 5 / 83.8
fillers: 1170 / 5850
inverters: 34 / 128
multi-input cells: 664 / 4670
flip-flops and latches: 100 / 2040
well taps: 176 / 220
repair buffers: 23 / 225
-- power groups by stage --
stage,Combinational [mW],Clock (mW),Sequential [mW]
CTS,0.609,0.812,1.18
global route,0.710,0.848,1.21
finish,0.602,0.785,1.18
-- final timing paths --
path                                 end  slack, ps                       from
min            dac_inst.sigma[2]$_DFF_P_        460  dac_inst.sigma[2]$_DFF_P_
max          my_piano_4.square$_DFFE_PP_       1290         piano_4[1]$_DFF_P_
max reg2reg  my_piano_4.square$_DFFE_PP_       1290         piano_4[1]$_DFF_P_
min reg2reg    dac_inst.sigma[2]$_DFF_P_        460  dac_inst.sigma[2]$_DFF_P_
-- placed cells by master (no fill, tap or decap), types with 8 or more instances in the layout --
| master | count |
|---|---|
| clkdlybuf4s50_1 | 21 |
| nor2b_1 | 10 |
| xor2_1 | 33 |
| a31oi_1 | 11 |
| nor3_1 | 11 |
| and3_1 | 10 |
| and4_1 | 10 |
| o21ai_0 | 32 |
| nand4_1 | 16 |
| ha_1 | 108 |
| nor2_2 | 8 |
| inv_1 | 34 |
| a21o_1 | 9 |
| nor2_1 | 119 |
| xnor2_1 | 32 |
| a211oi_1 | 10 |
| mux2i_1 | 12 |
| nand2b_1 | 11 |
| dfxtp_1 | 96 |
| nand2_1 | 63 |
| nand3_1 | 34 |
| a21oi_1 | 61 |
| clkbuf_16 | 9 |
-- worst reg2reg max path, cell delays in order, from the launching register on --
cell and delay, ps:
dfxtp_1 590, inv_1 230, ha_1 420, mux4_2 490
ha_1 330, nand2_1 70, o21ai_0 160, nor4_1 80
a21oi_2 640
-- per-layer routing --
| metal | part of all wire [%] | vias to the layer above | routed length (um) | global-route usage (%) |
|---|---|---|---|---|
| met1 | 52 | 2422 | 6740 | 30.7 |
| met4 | 1.4 | 0 | 177 | 2.34 |
| met5 | 0 | - | 0 | 0 |
| met2 | 44 | 66 | 5650 | 30.6 |
| met3 | 3.1 | 16 | 403 | 3.18 |
| li1 | - | 2922 | - | - |
-- logic make-up (layout without fill, tap and decap cells) --
family,after synthesis,in the layout,synth area share (%)
buf+inv,66,73,3.94
mux,16,16,3.01
compound gates,165,165,14.7
xor+xnor,65,65,8.15
fa+ha+maj,110,110,19.9
flops,100,100,29.2
simple gates,308,308,21.0
Power figures rest on the tool's default switching activity, not on a simulated workload.
